[flow/design.v]
module control (
    input logic clk,
    input logic reset,
    input logic enter,
    input logic sequence_check,
    input logic [1:0] mistakes,
    output logic score_ld,
    output logic mistakes_ld,
    output logic sequence_ld,
    output logic [4:0] state_out
);
    logic enter_prev;
    logic enter_edge;
    enum logic [4:0] {
		halted = 5'h0,
        generate_sequence = 5'h1,
        pause = 5'h2,
        check_sequence = 5'h3,
        update_score = 5'h4,
        done = 5'h5
    } state, state_nxt;    
    assign state_out = state;
    always_ff @(posedge clk) begin
        if (reset)
            enter_prev <= 1'b0;
        else
            enter_prev <= enter;
    end
    assign enter_edge = enter & ~enter_prev;   
    always_comb
    begin
        score_ld = 1'b0;
        mistakes_ld = 1'b0;
        sequence_ld = 1'b0;
        case (state)
            halted: ;
            generate_sequence:
                sequence_ld = 1'b1;
            pause:;
            check_sequence: ;
            update_score: 
                if(sequence_check == 1'b1)
                    score_ld = 1'b1;
                else
                    mistakes_ld = 1'b1;
       endcase
    end
    always_ff @ (posedge clk)  
	begin
		if (reset) 
			state <= halted;
		else 
			state <= state_nxt;
	end
    always_comb  
    begin
        if (reset)
            state_nxt = halted;
        state_nxt = state;
        case(state)
            halted: 
                state_nxt = generate_sequence;
            generate_sequence:
                state_nxt = pause;
            pause:
                if(enter_edge) begin
                    state_nxt = check_sequence;
                end
                else   
                    state_nxt = pause;
            check_sequence:
                state_nxt = update_score;
            update_score:
                if(mistakes == 2'h3)
                    state_nxt = done;
                else
                    state_nxt = generate_sequence;
            done:
                if(enter_edge)
                    state_nxt = halted;
                else
                    state_nxt = done;
            default: ;
        endcase
    end
endmodule
module HexDriver (
    input   logic           clk,
    input   logic           reset,
    input   logic   [3:0]   in[4],
    output  logic   [7:0]   hex_seg,
    output  logic   [3:0]   hex_grid
);
    module nibble_to_hex(
        input   logic   [3:0]   nibble,
        output  logic   [7:0]   hex
    );
        always_comb begin
        case(nibble)
            4'b0000 : hex = 8'b00111111;  
            4'b0001 : hex = 8'b00000110;  
            4'b0010 : hex = 8'b01011011;  
            4'b0011 : hex = 8'b01001111;  
            4'b0100 : hex = 8'b01100110;  
            4'b0101 : hex = 8'b01101101;  
            4'b0110 : hex = 8'b01111101;  
            4'b0111 : hex = 8'b00000111;  
            4'b1000 : hex = 8'b01111111;  
            4'b1001 : hex = 8'b01101111;  
            4'b1010 : hex = 8'b01110111;  
            4'b1011 : hex = 8'b01111100;  
            4'b1100 : hex = 8'b00111001;  
            4'b1101 : hex = 8'b01011110;  
            4'b1110 : hex = 8'b01111001;  
            4'b1111 : hex = 8'b01110001;  
        endcase
        end
    endmodule
    logic [7:0] hex [4];
    genvar i;
    generate
        for(i = 0; i < 4; i++) begin
            nibble_to_hex nibble_to_hex_(
                .nibble(in[i]),
                .hex(hex[i])
            );
        end
    endgenerate
    logic [16:0] counter;
    always_ff @( posedge clk ) begin
        if (reset) begin
            counter <= '0;
        end else begin
            counter <= counter + 1;
        end
    end
    always_comb begin
        if (reset) begin
            hex_grid = '1;
            hex_seg = '1;
        end else begin
            case (counter [16:15])
            2'b00: begin
                hex_seg = ~hex[0];
                hex_grid = 4'b1110;
            end
            2'b01: begin
                hex_seg = ~hex[1];
                hex_grid = 4'b1101;
            end
            2'b10: begin
                hex_seg = ~hex[2];
                hex_grid = 4'b1011;
            end
            2'b11: begin
                hex_seg = ~hex[3];
                hex_grid = 4'b0111;
            end
            endcase
        end
    end
endmodule
module load_reg #(
    parameter WIDTH = 8
)(
    input logic clk,
    input logic reset,
    input logic [WIDTH-1:0] data_in,
    input logic ld,
    output logic [WIDTH-1:0] data
);
    always_ff @ (posedge clk)
    begin
        if(reset == 1'b1)
        begin
            data <= {WIDTH{1'b0}};
        end
        else if(ld == 1'b1)
        begin
            data <= data_in;
        end
    end
endmodule
module sequence_checker(
    input logic [7:0] generated,
    input logic [7:0] input_sequence,
    output logic correct
);
assign correct = (input_sequence == generated);
endmodule
module sequence_game(
    input logic clk,
    input logic reset,
    input logic enter,
    input logic [7:0] sw,
    output logic [7:0] hex_segA,
    output logic [3:0] hex_gridA,
    output logic [7:0] hex_segB,
    output logic [3:0] hex_gridB,
    output logic [7:0] led
);
logic [7:0] computer_sequence;
logic sequence_check;
logic [4:0] state;
logic reset_db;
logic enter_db;
logic [7:0] user_sequence_db;
logic [7:0] score;
logic [7:0] score_next;
logic score_ld;
assign score_next = score + 8'b1;
logic [1:0] mistakes;
logic [1:0] mistakes_next;
logic mistakes_ld;
assign mistakes_next = mistakes + 2'b1;
logic [2:0] index;
logic [2:0] index_next;
logic sequence_ld;
assign index_next = index + 3'b1;
assign led = computer_sequence;
sync_debounce reset_debounce(
    .clk(clk),
    .d(reset),
    .q(reset_db)
);
sync_debounce enter_debounce(
    .clk(clk),
    .d(enter),
    .q(enter_db)
);
generate
    genvar i;
    for (i = 0; i < 8; i++) begin : user_seq_debounce
        sync_debounce switch_debounce(
            .clk(clk),
            .d(sw[i]),
            .q(user_sequence_db[i])
        );
    end
endgenerate
control control_unit(
    .clk(clk),
    .reset(reset_db),
    .enter(enter_db),
    .sequence_check(sequence_check),
    .mistakes(mistakes),
    .score_ld(score_ld),
    .mistakes_ld(mistakes_ld),
    .sequence_ld(sequence_ld),
    .state_out(state)
);
sequence_generator seq_gen(
    .index(index),
    .seq_out(computer_sequence)
);
sequence_checker check(
    .generated(computer_sequence),
    .input_sequence(user_sequence_db),
    .correct(sequence_check)
);
load_reg #(.WIDTH(8)) score_reg(
    .clk(clk),
    .reset(reset_db),
    .data_in(score_next),
    .ld(score_ld),
    .data(score)
);
load_reg #(.WIDTH(2)) mistakes_reg(
    .clk(clk),
    .reset(reset_db),
    .data_in(mistakes_next),
    .ld(mistakes_ld),
    .data(mistakes)
);
load_reg #(.WIDTH(3)) index_reg(
    .clk(clk),
    .reset(reset_db),
    .data_in(index_next),
    .ld(sequence_ld),
    .data(index)
);
HexDriver hexA(
    .clk(clk),
    .reset(reset_db),
    .in({4'h0, 4'h0, score[7:4], score[3:0]}),
    .hex_seg(hex_segA),
    .hex_grid(hex_gridA)
);
HexDriver hexB(
    .clk(clk),
    .reset(reset_db),
    .in({4'h0, 4'h0, 4'h0, state[3:0]}),
    .hex_seg(hex_segB),
    .hex_grid(hex_gridB)
);
endmodule
module sequence_generator(
    input logic [2:0] index,
    output logic [7:0] seq_out
);
logic [7:0] sequences[0:7];
assign sequences[0] = 8'b11110111;
assign sequences[1] = 8'b00000001;
assign sequences[2] = 8'b10010101;
assign sequences[3] = 8'b01010101;
assign sequences[4] = 8'b10101011;
assign sequences[5] = 8'b10111000;
assign sequences[6] = 8'b10111011;
assign sequences[7] = 8'b10111110;
assign seq_out = sequences[index];
endmodule
localparam COUNTER_WIDTH = 15; 
module sync_debounce (
	input  logic clk, 
	input  logic d, 
	output logic q
);
	logic ff1, ff2, q;
	logic [COUNTER_WIDTH : 0] counter;
	always_ff @(posedge clk) begin
		ff1 <= d;  
		ff2 <= ff1;  
		if (~(ff1 ^ ff2)) begin  
		  if (~counter[COUNTER_WIDTH]) begin
		      counter <= counter + 1'b1;  
		  end else begin
		      q <= ff2;  
		  end
	    end else begin
	       counter <= '0;  
	    end
	end
endmodule
[flow/run.sh]
#!/bin/bash
# OpenROAD 26Q1-2900-gdf79404cd8, Yosys 0.63+post, stock flow scripts
make -C /OpenROAD-flow-scripts/flow DESIGN_CONFIG=/design/flow/config.mk WORK_HOME=/design/flow/orfs finish
[flow/config.mk]
export PLATFORM = sky130hd
export DESIGN_NAME = sequence_game
export DESIGN_NICKNAME = sequence_game
export VERILOG_FILES = /design/flow/design.v
export SDC_FILE = /design/flow/constraint.sdc
export NUM_CORES = 4
export LEC_CHECK = 1
export CORE_UTILIZATION = 50
export SYNTH_HDL_FRONTEND = slang
[flow/constraint.sdc]
current_design sequence_game

set clk_period 3.9
set clk_io_pct 0.2

create_clock -name clk0 -period $clk_period [get_ports {clk}]

set non_clock_inputs [all_inputs -no_clocks]
set_input_delay [expr $clk_period * $clk_io_pct] -clock clk0 $non_clock_inputs
set_output_delay [expr $clk_period * $clk_io_pct] -clock clk0 [all_outputs]
==> notes.md <==
Implementation run completed; key figures follow.

Status:
- The flow ran to the end, and the final reports show no timing, DRC or antenna violations.

Layout:
- Ranking logic cells in the layout by count gives the top entries dfxtp_1 (252), nor2_1 (231), xor2_1 (123).
- The run puts the sequential cell area at 0.005345 mm².
- The layout summary lists the proportion of cells stronger than drive strength 1 as 6.920%.
- Per the cell usage report, the commonest logic cell in the layout is dfxtp_1.
- The run puts the total non-filler cell area in the finished layout at 0.01314 mm².
- The run puts the multi-input logic area at 0.005862 mm².
- The run puts the layout overhead on the synthesized area at 14.05%.
- The final layout report lists a filler cell count of 1939.

Routing:
- The run puts the count of antenna diodes in the layout at 0.
- The run gives the wire length per cell after detailed routing as 11.91 µm.
- In the detailed route, the total length drawn on met2 is 7.992 mm.
- The detail route stage leaves a number of antenna-violating nets equal to 0.
- The run gives the number of iterations in the first detailed-routing pass as 4.
- The run gives the count of routing violations after the opening detailed-route iteration as 342.
- The run gives the number of vias in the routed layout as 8113.
- In the per-layer breakdown of the detailed-route log, met1 shows 10.28 mm.
- The run puts the sum of routed wire length over all layers at 19.40 mm.
- The run puts the post-route DRC violation count at 0.
- The run puts the number of vias per cell at 4.980.
- The run gives the wire length on met3 as 854 µm.
- The run gives the uppermost layer routed as met4.

Logic synthesis:
- The run puts the gate count after technology mapping at 1274.
- The run puts the netlist area before placement at 0.01152 mm².
- In the synthesized netlist the async set-or-reset flop fraction comes to 0%.
- The run gives the number of warnings printed during yosys synthesis as 0.
- The run puts the count of library flops with an enable pin at 10.
- According to the Yosys statistics, the synthesized design has a chip area of 0.01152 mm².
- The run puts the synthesized area divided by synthesized cell count at 9.045 µm².
- The run puts the flop and latch count out of synthesis at 262.
- The share of the Yosys chip area taken by registers is 46.38%.
- The synthesis report names the predominant flop master as dfxtp_1.
- For this design, Yosys synthesis ends with a cell count of 1274.
- The run puts the number of distinct library cell variants in the gate-level netlist after synthesis at 71.

Die:
- The run gives the floorplan-stage core utilization as 50.90%.
- The run gives the number of standard-cell rows in the floorplan as 55.
- The run gives the standard cell core area as 0.02264 mm².
- The run gives the die height as 153.8 µm.
- The run puts the horizontal die size at 153.8 µm.
- Per the OpenROAD floorplan log, the area of the die is 0.02366 mm².
- The run puts the number of top-level design ports at 43.

Power:
- The run puts the combinational cell fraction of total power at 3.6%.
- In this run, the clock network consumes 45.9% of the power.
- The run gives the cell-internal power as 4376 µW.
- Summing internal, switching and leakage power gives 5587 µW.
- Looking at the VDD voltage map, the peak drop is 351.5 µV.
- The run gives the areal power density over the cells as 425.1 mW/mm².
- The run puts the switching share of power at 21.67%.
- The run gives the net switching component of the power as 1211 µW.
- The analysis attributes to cell leakage a power of 0.004932 µW.
- The share of total power dissipated in sequential elements is 50.4%.

Final timing:
- The run gives the number of endpoints with negative hold slack in the final report as 0.
- The run gives the worst clock skew as 7.274 ps.
- The run puts the total negative slack at 0 ps.
- The run gives the post-layout minimum cycle time as 3529 ps.
- The run puts the share of the clock period used by the worst path at 90.48%.
- In the final report, the number of pins over their slew limit comes to 0.
- The run puts the worst-case headroom to the max-slew limit at 48.50%.
- The run gives the achievable frequency as 0.2834 GHz.
- The worst path meets setup with 371.5 ps of slack.
- Setup repair after global routing left no endpoint under its margin.
- Per the finish-stage timing summary, setup violations number 0.
- The run puts the measured slew at the worst slew-check pin at 766.6 ps.

Clocking:
- The run puts the clock latency reported for the late side of the worst-skew pair at 520 ps.
- Buffers inserted during clock tree synthesis total 29.
- CTS saw 262 sinks.
- Looking at the clock tree report, the H-tree level count equals 1.
- TritonCTS built the clock tree.
- Per the repair_timing log after CTS, setup buffers inserted total 0.
- On the worst setup and hold paths after CTS, the clock-pin slew comes to 60 ps.
- Once the clock tree was built, the resizer swapped 0 gates to a different size.
- The run puts the number of hold-repair buffers added at the cts stage at 0.
- Looking at the clock tree report, the root buffer type is clkbuf_16.
- The run gives the maximum number of buffers from clock root to sink as 3.

Worst hold path:
- The run gives the type of the worst min-delay path as reg2reg.

Critical path:
- Data on the critical path is required at its endpoint by 4350 ps.
- The run puts the arrival time at the worst endpoint at 3980 ps.
- For reference, the most critical setup path is categorized as reg2reg.
- The run gives the maximum fanout encountered on the critical timing path as 9.
- The run gives the endpoint type of the worst setup path as a flip-flop.
- The run gives the sort of element at the start of the critical path as a flip-flop.

Placed design:
- The run puts the area of placed instances at 0.01224 mm².
- The run gives the final estimated routing congestion in global placement as 0.8518.
- The run gives the estimated wirelength of the detail-placed design as 13.01 mm.
- As logged by OpenROAD, the buffers inserted on ports number 40.
- The run puts the pre-CTS setup slack at 395.5 ps.

Run:
- The number of warnings reported in the stage logs is 42.
- The run reported a max-capacitance violation count of 0.

Global routing:
- The run gives the combined global-route utilization of all metal layers as 17.88%.
- The run puts the first-pass GRT wire length at 34.64 mm.
- The run puts the number of antenna violations at the first check in global routing at 0.
- The run puts the total congestion overflow after global routing at 0.
- The run gives the maximum number of pins on one net before global-route repair as 62.
- The via count of the first global-routing pass came to 7607.
[stage by stage]
stage | utilization, % | instances | hold slack, ps
after floorplan | - | 1275 | 348.7
after global placement | 54.05 | 1578 | 351.8
after detailed placement | 54.05 | 1578 | 356.6
after CTS | 58.05 | 1629 | 363.3
after global routing | 58.05 | 1629 | 372.1
final | 58.05 | 1629 | 361.4
[cells in the mapped netlist, types with 3 or more instances]
cell,instances,area (µm²)
a21oi_1,39,195.2
a2bb2oi_1,5,43.79
and2_1,13,81.33
and3_1,22,137.6
and4_1,9,78.83
and4b_1,4,40.04
buf_4,3,22.52
clkbuf_1,31,116.4
dfxtp_1,252,5045
edfxtp_1,10,300.3
ha_1,37,462.9
inv_1,42,157.7
mux2_1,3,33.78
mux2_2,4,45.04
mux2i_1,32,320.3
nand2_1,101,379.1
nand2b_1,4,25.02
nand3_1,76,380.4
nand4_1,32,200.2
nor2_1,231,867.1
nor2b_1,21,131.4
nor3_1,9,45.04
o21ai_0,29,145.1
o21ai_1,6,30.03
or2_2,9,56.30
or3_1,29,181.4
or4_1,4,30.03
xnor2_1,45,394.1
xor2_1,123,1077
[layer usage]
metal	vias to the layer above	global-route usage (%)
met5	-	0
met2	93	26.69
met1	3625	28.89
met3	22	3.158
met4	0	2.429
li1	4373	-
[final timing paths]
kind                                                 start                                       end  slack [ps]  cells past startpoint
hold reg to reg   user_seq_debounce[2].switch_debounce.ff1  user_seq_debounce[2].switch_debounce.ff2         360                      0
setup reg to reg                         index_reg.data[1]     hexA.genblk1[3].nibble_to_hex_.hex[4]         370                     15
hold / removal    user_seq_debounce[2].switch_debounce.ff1  user_seq_debounce[2].switch_debounce.ff2         360                      0
setup / recovery                         index_reg.data[1]     hexA.genblk1[3].nibble_to_hex_.hex[4]         370                     15
[power groups by stage]
stage,Sequential [µW],Clock [µW],Combinational (µW)
6_report,2820,2570,203
5_1_grt,2830,2780,237
4_1_cts,2820,2650,208
[flip-flops by register name, indices dropped and copies added, names as in the netlist, 3 cells and up]
register / flops
user_seq_debounce.switch_debounce.counter: 128
hexA.counter: 17
hexB.counter: 17
enter_debounce.counter: 16
reset_debounce.counter: 16
hexA.genblk1.nibble_to_hex_.hex: 14
score_reg.data: 8
user_seq_debounce.switch_debounce.ff1: 8
user_seq_debounce.switch_debounce.ff2: 8
user_seq_debounce.switch_debounce.q: 8
hexB.genblk1.nibble_to_hex_.hex: 7
control_unit.state_out: 3
index_reg.data: 3
[critical path, stage by stage, from the launching register on]
cell     delay [ps]
dfxtp_1         380
inv_1            90
ha_1            240
or3_4           420
xnor2_4         160
nand3_4         150
or3_1           520
mux2i_1         180
nor2_1          300
inv_1           160
ha_1            240
inv_1           120
o21ai_0         100
nor2_1           90
and4b_1         190
o21ai_1         110
[area by class of cell]
| cell class | instances | area share, % |
|---|---|---|
| Multi-Input combinational cell | 933 | 44.60 |
| Timing Repair Buffer | 55 | 3.903 |
| Tap cell | 285 | 2.713 |
| Clock inverter | 17 | 1.066 |
| Inverter | 43 | 1.228 |
| Sequential cell | 262 | 40.67 |
| Clock buffer | 34 | 5.817 |
[logic make-up (layout without fill, tap and decap cells)]
logic type	count (synthesis)	count (layout)	share of synthesized area, %
compound gates	100	100	5.288
xor+xnor	171	171	13.29
fa+ha+maj	37	37	4.017
buf+inv	80	149	2.779
flops	262	262	46.38
mux	39	39	3.464
other cells	1	2	0.03254
simple gates	584	584	24.74
Power is estimated from default activity; no workload was simulated.
